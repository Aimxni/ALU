$ cat flow/run.sh
#!/bin/bash
# OpenROAD 26Q1-2900-gdf79404cd8, Yosys 0.63+post, stock flow scripts
make -C /OpenROAD-flow-scripts/flow DESIGN_CONFIG=/design/flow/config.mk WORK_HOME=/design/flow/orfs finish
$ cat flow/constraint.sdc
current_design lab5_top

set clk_period 3.0
set clk_io_pct 0.2

create_clock -name clk0 -period $clk_period [get_ports {CLOCK_50}]

set non_clock_inputs [all_inputs -no_clocks]
set_input_delay [expr $clk_period * $clk_io_pct] -clock clk0 $non_clock_inputs
set_output_delay [expr $clk_period * $clk_io_pct] -clock clk0 [all_outputs]
$ cat flow/design.v
module ALU(Ain,Bin,ALUop,out,Z);
input [15:0] Ain, Bin;
input [1:0] ALUop;
output [15:0] out;
output Z;
assign out = (ALUop == 2'b00) ? (Ain + Bin) : (ALUop == 2'b01) ? (Ain - Bin) : (ALUop == 2'b10) ? (Ain & Bin) : (~Bin) ;
assign Z =  (out == 16'b0000000000000000) ?  1'b1 : 1'b0;
endmodule
module datapath (clk, writenum, readnum, write, datapath_in, vsel, loada, loadb, loadc, shift, asel, bsel, ALUop, loads, Z_out, datapath_out);
input write, clk, loada, loadb, loadc, asel, bsel, loads, vsel;
input [1:0] ALUop, shift;
input [2:0] writenum, readnum;
input [15:0] datapath_in;
output Z_out;
output [15:0] datapath_out;
wire [15:0] data_in;
reg[15:0] aloaded, in;
wire [15:0] Bin, Ain;
reg Z_out;
reg [15:0] datapath_out;
wire [15:0] data_out, sout, out;
wire Z;
assign data_in = vsel ? datapath_in : datapath_out;  
regfile REGFILE(data_in, writenum, write, readnum, clk, data_out);  
always_ff @(posedge clk)  
begin
if (loada == 1) 
begin
 aloaded <= data_out ;
end
end 
always_ff @(posedge clk)  
begin
if (loadb == 1) 
begin
 in <= data_out ;
end
end 
shifter SHIFTER(in,shift,sout);
assign Bin = bsel ? ({11'b0, datapath_in[4:0]}) : sout ;  
assign Ain = asel ? (16'b0000000000000000) : aloaded ;
ALU alu(Ain,Bin,ALUop,out,Z);  
always_ff @(posedge clk)  
begin
if (loads == 1) 
begin
 Z_out <= Z ;
end
end 
always_ff @(posedge clk)  
begin
if (loadc == 1) 
begin
 datapath_out <= out ;
end
end 
endmodule 
module lab5_top(KEY,SW,LEDR,HEX0,HEX1,HEX2,HEX3,HEX4,HEX5,CLOCK_50);
  input [3:0] KEY;
  input [9:0] SW;
  output [9:0] LEDR; 
  output [6:0] HEX0, HEX1, HEX2, HEX3, HEX4, HEX5;
  input CLOCK_50;
  wire [15:0] datapath_out, datapath_in;
  wire write, vsel, loada, loadb, asel, bsel, loadc, loads;
  wire [2:0] readnum, writenum;
  wire [1:0] shift, ALUop;
  input_iface IN(CLOCK_50, SW, datapath_in, write, vsel, loada, loadb, asel, 
                 bsel, loadc, loads, readnum, writenum, shift, ALUop, LEDR[8:0]);
  datapath DP ( .clk         (~KEY[0]),  
                .readnum     (readnum),
                .vsel        (vsel),
                .loada       (loada),
                .loadb       (loadb),
                .shift       (shift),
                .asel        (asel),
                .bsel        (bsel),
                .ALUop       (ALUop),
                .loadc       (loadc),
                .loads       (loads),
                .writenum    (writenum),
                .write       (write),  
                .datapath_in (datapath_in),
                .Z_out       (LEDR[9]),
                .datapath_out(datapath_out)
             );
  sseg H0(datapath_out[3:0],   HEX0);   
  sseg H1(datapath_out[7:4],   HEX1);
  sseg H2(datapath_out[11:8],  HEX2);
  sseg H3(datapath_out[15:12], HEX3);
  assign HEX4 = 7'b1111111;   
  assign HEX5 = 7'b1111111;   
endmodule
module input_iface(clk, SW, datapath_in, write, vsel, loada, loadb, asel, bsel, 
                   loadc, loads, readnum, writenum, shift, ALUop, LEDR);
  input clk;
  input [9:0] SW;
  output [15:0] datapath_in;
  output write, vsel, loada, loadb, asel, bsel, loadc, loads;
  output [2:0] readnum, writenum;
  output [1:0] shift, ALUop;
  output [8:0] LEDR;
  wire sel_sw = SW[9];  
  wire [15:0] datapath_in_next = sel_sw ? {8'b0,SW[7:0]} : datapath_in;
  vDFF #(16) DATA(clk,datapath_in_next,datapath_in);
  wire [8:0] ctrl_sw;
  wire [8:0] ctrl_sw_next = sel_sw ? ctrl_sw : SW[8:0];
  vDFF #(9) CTRL(clk,ctrl_sw_next,ctrl_sw);
  assign {readnum,vsel,loada,loadb,shift,asel,bsel,ALUop,loadc,loads,writenum,write}={
           ctrl_sw[3:1], ctrl_sw[4], ctrl_sw[5], ctrl_sw[6], 
           ctrl_sw[2:1], ctrl_sw[3], ctrl_sw[4], ctrl_sw[6:5], ctrl_sw[7], ctrl_sw[8],  
           ctrl_sw[3:1], ctrl_sw[0]    
  };
  assign LEDR = sel_sw ? ctrl_sw : {1'b0, datapath_in[7:0]};  
endmodule         
module vDFF(clk,D,Q);
  parameter n=1;
  input clk;
  input [n-1:0] D;
  output [n-1:0] Q;
  reg [n-1:0] Q;
  always @(posedge clk)
    Q <= D;
endmodule
module sseg(in,segs);
  input [3:0] in;
  output [6:0] segs;
always @(*)
 begin
    case(in)
      4'd0: segs = 7'b1000000;
      4'd1: segs = 7'b1111001;
      4'd2: segs = 7'b0100100;
      4'd3: segs = 7'b0110000;
      4'd4: segs = 7'b0011001;
      4'd5: segs = 7'b0010010;
      4'd6: segs = 7'b0000010;
      4'd7: segs = 7'b1111000;
      4'd8: segs = 7'b0000000;
      4'd9: segs = 7'b0010000;
      4'd10: segs = 7'b0001000;  
      4'd11: segs = 7'b0000011;  
      4'd12: segs = 7'b1000110;  
      4'd13: segs = 7'b0100001;  
      4'd14: segs = 7'b0000110;  
      4'd15: segs = 7'b0001110;  
      default: segs = 7'bxxxxxxx;
    endcase
  end
endmodule
module regfile(data_in,writenum,write,readnum,clk,data_out);
input [15:0] data_in;
input [2:0] writenum, readnum;
input write, clk;
output [15:0] data_out;
reg [15:0] R[7:0];  
reg [15:0] data_out;
always_ff @ (posedge clk)
begin 
if (write)  
    R[writenum] <= data_in;   
end  
assign data_out = R[readnum];  
endmodule
module shifter(in,shift,sout);
input [15:0] in;
input [1:0] shift;
output [15:0] sout;
reg [15:0] sout;
always_comb 
begin 
    if (shift == 2'b00)
        sout = in;
    else if (shift == 2'b01)
        sout = in << 1;
    else if (shift == 2'b10)
        sout = in >> 1;
    else if (shift == 2'b11)
    begin
      sout = in >> 1;
      sout[15] = in[15];
    end 
    else 
    sout = 16'bxxxxxxxxxxxxxxxx;
end 
endmodule
$ cat flow/config.mk
export PLATFORM = sky130hd
export DESIGN_NAME = lab5_top
export DESIGN_NICKNAME = lab5_top
export VERILOG_FILES = /design/flow/design.v
export SDC_FILE = /design/flow/constraint.sdc
export NUM_CORES = 4
export LEC_CHECK = 1
export CORE_UTILIZATION = 30
==> run summary <==
fresh numbers from the pnr run: critical path arrival=2.05 ns, first-iteration detailed-routing DRC count=409, Post-Syn Area=11750 µm², Die H=199.9 µm, number of core rows=72, drt wl/cell=16.02 µm, worst-margin pin slew=0.8519 ns, Post-synth EDFFs=194, Final Total Pwr=2.437 mW, Clk Tree Root Cell=clkbuf_16, final antenna-violating net count=0, Critical Path, Cell by Cell=clkdlybuf4s50_1 > buf_4 > mux2_2 > clkdlybuf4s50_1, Crit. End Element=primary output, async set-or-reset flop fraction in the synthesized netlist=0, endpoints failing setup=0, outcome=complete, no violations, H-tree depth=1, CTS Buf Count=3, First-pass DRT Iterations=21, GRT Util Overall=0.1275, CP delay by family, top=buffers and inverters, fp_density=0.3039, CP dominant cell by count=clkdlybuf4s50_1, CP startpoint kind=input pin, RSZ-0062 raised after global routing=false, core area=38650 µm², Cells after Synth=916, Die X=199.9 µm, Yosys Instances=916, Setup crit end=LEDR[7], yosys stat area=11750 µm², first-pass GRT wire length=38.03 mm, placed wire-length estimate=17.55 mm, Synth area leader=edfxtp_1, distinct lib cells=73, Hold Violations, Final=0, Top area cell types=edfxtp_1, mux4_2, ha_1, initial antenna violation count=0, CTS tree=yes, DR DRC count=0, Slowest-stage cell, CP=clkdlybuf4s50_1, total leakage power=4.706 nW, most instantiated logic cells after routing=edfxtp_1, ha_1, nor2_1, clkdlybuf4s50_1, final instance area=12920 µm², Vias=7053, setup_tns=0 ns, area delta synth->final=9.992%, critical path startpoint=SW[9], fin crit period=2.651 ns, diodes inserted=0, CP Buf/Inv Count=3, slowest stage delay, CP=0.45 ns, cts repair resizes=0, gp weighted congestion=0.8566, Total Wirelength=23.46 mm, Seq/Total Area, Yosys=0.5437, crit share post-route=0.8836, relative slew slack=0.4296, CP Class=input pin to primary output, Setup Fix Bufs, Post-CTS=0, largest net degree at the start of global routing=98, Commonest flop=edfxtp_1, # IOs=67, register pins left without a clock=205, stage-log warning count=66, Final Hold Slack=0.9200 ns, Max VDD drop=286.5 µV, peak fanout along the critical path=16, Syn Area/Cell=12.82 µm², critical path depth=4, Vias/cell=4.818, cts-stage hold buffer count=0, number of unconstrained endpoints=411, Synth Register Bits=222, PortBufs=49, worst endpoint required time=2.40 ns, final slew viol count=0, share of cells above drive strength 1=0.1279, Commonest Layout Cell=edfxtp_1, P per Cell Area=188.6 nW/µm², Min-Delay Path Class=input pin to register, Synth warnings=24, deepest clock path buffer count=2, max-cap viol count=0, Placed Area=12840 µm², Max Clock Freq=0.3772 GHz, chip footprint=39950 µm², remaining global-route overflow=0, vias in the first global route=6946, Largest type area fraction=0.4960, clock-pin slew on the worst setup and hold paths=0.05 ns
[registers in the layout, summed over array words and instances (netlist names)]
register / flops
DP.REGFILE.R: 128
DP.aloaded: 16
DP.datapath_out: 16
DP.in: 16
IN.CTRL.Q: 9
IN.DATA.Q: 8
HEX0: 7
HEX1: 7
HEX2: 7
HEX3: 7
DP.Z_out: 1
[logic make-up (layout without fill, tap and decap cells)]
logic type	after synthesis	in the layout	synth area share
other cells	1	14	0.0003193
buf+inv	113	130	0.04293
xor+xnor	19	19	0.01417
mux	112	112	0.1378
fa+ha+maj	62	62	0.06732
simple gates	223	223	0.09949
flops	222	222	0.5437
compound gates	164	164	0.09427
[worst min-delay path by stage]
stage	from	endpoint	slack [ns]	depth (start not counted)
finish	SW[8]	IN.CTRL.Q[8]	0.92	1
global route	SW[8]	IN.CTRL.Q[8]	0.92	1
CTS	SW[8]	IN.CTRL.Q[8]	0.91	1
[where the power goes]
group / total [mW] / internal [mW] / switching [mW]
combinational: 1.53 / 0.641 / 0.890
sequential: 0.650 / 0.620 / 0.0300
clock: 0.257 / 0.178 / 0.0787
[layer usage]
metal / vias up / routed length, µm / part of all wire / track usage
met5: - / 0 / 0 / 0
met2: 151 / 11620 / 0.50 / 0.2096
met1: 3449 / 10250 / 0.44 / 0.1807
met3: 14 / 1249 / 0.053 / 0.03410
met4: 0 / 342 / 0.015 / 0.01612
li1: 3439 / - / - / -
[synth_stat cells, types with 5 or more instances]
master / instances
edfxtp_1: 194
ha_1: 60
nor2_1: 49
inv_1: 48
nand2_1: 47
mux2_2: 38
mux2i_1: 38
o21ai_0: 38
nor2b_1: 37
mux4_2: 36
a21oi_1: 33
dfxtp_1: 28
clkbuf_1: 27
nand2b_1: 20
buf_4: 15
nor3_1: 14
buf_2: 13
nand3_1: 13
xnor2_1: 12
a211oi_1: 10
a21o_1: 10
o22ai_1: 10
buf_1: 9
and2_1: 7
xor2_1: 7
or3_1: 6
o211ai_1: 5
o31ai_1: 5
[through the flow]
step / std cells / utilization / setup slack, ns
floorplan: 929 / - / 0.4593
global placement: 1460 / 0.3322 / 0.3355
detailed placement: 1460 / 0.3322 / 0.3448
CTS: 1464 / 0.3343 / 0.3406
global route: 1464 / 0.3343 / 0.2808
finish: 1464 / 0.3343 / 0.3491
[layout make-up]
| type | instances | area (µm²) |
|---|---|---|
| Fill cell | 3720 | 25730 |
| Clock buffer | 3 | 75.07 |
| Clock inverter | 1 | 5.005 |
| Tap cell | 518 | 648.1 |
| Inverter | 48 | 182.7 |
| Multi-Input combinational cell | 594 | 4915 |
| Timing Repair Buffer | 78 | 708.2 |
| Sequential cell | 222 | 6386 |
Power and IR drop assume default switching activity.
